**design.v**
```verilog
module tx_7segdecoder (input [3:0] seven_seg_input,
                       output reg [6:0] seven_seg_output);
    always @(seven_seg_input) begin
        case (seven_seg_input)
            4'b0000: seven_seg_output = 7'b1000000;  
            4'b0001: seven_seg_output = 7'b1111001;  
            4'b0010: seven_seg_output = 7'b0100100;  
            4'b0011: seven_seg_output = 7'b0110000;  
            4'b0100: seven_seg_output = 7'b0011001;  
            4'b0101: seven_seg_output = 7'b0010010;  
            4'b0110: seven_seg_output = 7'b0000010;  
            4'b0111: seven_seg_output = 7'b1111000;  
            4'b1000: seven_seg_output = 7'b0000000;  
            4'b1001: seven_seg_output = 7'b0010000;  
            4'b1010: seven_seg_output = 7'b0001000;  
            4'b1011: seven_seg_output = 7'b0000011;  
            4'b1100: seven_seg_output = 7'b1000110;  
            4'b1101: seven_seg_output = 7'b0100001;  
            4'b1110: seven_seg_output = 7'b0000110;  
            4'b1111: seven_seg_output = 7'b0001110;  
        endcase
    end
endmodule
module tx_baud_counter (input clk,
                        input reset,
                        output baud_output);
    reg [10:0] count;  
	assign baud_output = (count == 11'd1301);  
    always @(posedge clk) begin
        if (!reset) begin
            count <= 0;  
        end
        else begin
            if (count == 1301) begin
                count <= 0;  
            end
            else begin
                count <= count + 11'b1;  
            end
        end
    end
endmodule
module tx_controller (input clk,
                      input reset,
                      input ctrl_pulser,
                      input ctrl_baud,
                      input ctrl_counter,
                      output ctrl_sr_load,
                      output reg [1:0] current_state,
                      output ctrl_sr_shift);
    parameter state_0 = 2'b00;
    parameter state_load = 2'b01;
    parameter state_shift = 2'b10;
    assign ctrl_sr_load = (current_state == state_load);
    assign ctrl_sr_shift = ((current_state == state_shift) & (ctrl_baud));
    initial
        current_state = state_0;  
    always @(posedge clk) begin
        if (!reset)
            current_state <= state_0;  
        case (current_state)
            state_0:
                if (ctrl_pulser)
                    current_state <= state_load;
            state_load:
                current_state <= state_shift;
            state_shift:
                if (ctrl_counter)
                    current_state <= state_0;
        endcase
    end
endmodule
module tx_counter (input clk,
                   input reset,
                   input count_enable,
                   output count_out);
    reg [3:0] count;
	assign count_out = (count == 4'd10);
    always @(posedge clk) begin
        if (!reset)
            count <= 0;  
        else if (count == 4'd10)
            count <= 0;  
        else if (count_enable)
            count <= count + 1;  
    end
endmodule
module tx_parity (input [6:0] parity_in,
                  output reg [10:0] parity_out);
    always @(parity_in) begin  
        parity_out[0] = 1'b1;  
        parity_out[1] = 1'b0;  
        parity_out[8:2] = parity_in;  
        parity_out[10] = 1'b1;  
        if (~^parity_in)  
            parity_out[9] = 1'b1;  
        else
            parity_out[9] = 1'b0;  
    end
endmodule
module tx_shift_register (input clk,
                          input reset,
                          input tx_sr_load,
                          input tx_sr_shift,
                          input [10:0] tx_sr_in,
                          output tx_sr_out);
    reg [10:0] tmp_data;  
	assign tx_sr_out = tmp_data[0];  
	initial
		tmp_data = 11'b1111111111;  
    always @(posedge clk) begin
        if (!reset)
            tmp_data <= 11'b1111111111;  
        else if (tx_sr_load)
            tmp_data <= tx_sr_in;  
        else if (tx_sr_shift) begin
            tmp_data <= tmp_data >> 1;
            tmp_data[10] <= 1'b1;
        end
    end
endmodule
module tx_single_pulser (input clk,
                         input reset,
                         input pulser_in,
                         output pulser_out);
    reg current_state;
    parameter wait_h = 1'b0;
    parameter wait_l = 1'b1;
    assign pulser_out = ((current_state == wait_h) & !pulser_in);
    initial
        current_state <= wait_h;  
    always @(posedge clk) begin
        if (!reset)
            current_state <= wait_h;  
        else begin
            case (current_state)
                wait_h: begin
                    if (!pulser_in)
                        current_state <= wait_l;
                end
                wait_l: begin
                    if (pulser_in)
                        current_state <= wait_h;
                end
            endcase
        end
    end
endmodule
module tx_synchroniser (input clk,
                        input key_in,
                        output key_out);
    reg ff1;
    reg ff2;
    assign key_out = ff2;  
    initial begin
        ff1 = 1'b1;
        ff2 = 1'b1;
    end
    always @(posedge clk) begin
        ff1 <= key_in;
        ff2 <= ff1;
    end
endmodule
module tx_uart (input CLOCK_50,
                input [3:0] KEY,
                input [8:2] SW,
                output UART_TXD,
                output [1:0] ctrl_state,
                output [6:0] HEX5,
                output [6:0] HEX4);
    wire synchroniser_pulser;
    wire pulser_ctrl;
    wire baud_ctrl;
    wire counter_ctrl;
    wire ctrl_shift_counter;
    wire ctrl_load;
    wire [10:0] parity_sr;
    tx_7segdecoder msb (
        .seven_seg_input(SW[8:6]),
        .seven_seg_output(HEX5[6:0])
        );
    tx_7segdecoder lsb (
        .seven_seg_input(SW[5:2]),
        .seven_seg_output(HEX4[6:0])
        );
    tx_baud_counter baud (
        .clk(CLOCK_50),
        .reset(KEY[0]),
        .baud_output(baud_ctrl)
        );
    tx_counter counter (
        .clk(CLOCK_50),
        .reset(KEY[0]),
        .count_enable(ctrl_shift_counter),
        .count_out(counter_ctrl)
    );
    tx_synchroniser synchroniser (
        .clk(CLOCK_50),
        .key_in(KEY[3]),
        .key_out(synchroniser_pulser)
    );
    tx_single_pulser pulser (
        .clk(CLOCK_50),
        .reset(KEY[0]),
        .pulser_in(synchroniser_pulser),
        .pulser_out(pulser_ctrl)
    );
    tx_parity parity (
        .parity_in(SW[8:2]),
        .parity_out(parity_sr[10:0])
    );
    tx_shift_register sr (
        .clk(CLOCK_50),
        .reset(KEY[0]),
        .tx_sr_load(ctrl_load),
        .tx_sr_shift(ctrl_shift_counter),
        .tx_sr_in(parity_sr[10:0]),
        .tx_sr_out(UART_TXD)
    );
    tx_controller ctrl (
        .clk(CLOCK_50),
        .reset(KEY[0]),
        .ctrl_pulser(pulser_ctrl),
        .ctrl_baud(baud_ctrl),
        .ctrl_counter(counter_ctrl),
        .ctrl_sr_load(ctrl_load),
        .ctrl_sr_shift(ctrl_shift_counter),
        .current_state(ctrl_state[1:0])
    );
endmodule
```
**run.sh**
```bash
#!/bin/bash
# OpenROAD 26Q1-2900-gdf79404cd8, Yosys 0.63+post, stock flow scripts
make -C /OpenROAD-flow-scripts/flow DESIGN_CONFIG=/design/flow/config.mk WORK_HOME=/design/flow/orfs finish
```
**config.mk**
```make
export PLATFORM = sky130hd
export DESIGN_NAME = tx_uart
export DESIGN_NICKNAME = tx_uart
export VERILOG_FILES = /design/flow/design.v
export SDC_FILE = /design/flow/constraint.sdc
export NUM_CORES = 4
export LEC_CHECK = 1
export CORE_AREA = 10 10 102 102
export DIE_AREA = 0 0 112 112
```
**constraint.sdc**
```tcl
current_design tx_uart

set clk_period 2.6
set clk_io_pct 0.2

create_clock -name clk0 -period $clk_period [get_ports {CLOCK_50}]

set non_clock_inputs [all_inputs -no_clocks]
set_input_delay [expr $clk_period * $clk_io_pct] -clock clk0 $non_clock_inputs
set_output_delay [expr $clk_period * $clk_io_pct] -clock clk0 [all_outputs]
```
==> reports/summary.rpt <==
STATUS
---------------------------------------------------------------------------------
Status                                                                  completed

STA
---------------------------------------------------------------------------------
Highest attainable clock frequency                                        397 MHz
Hold violation count in the final report                                        0
Shortest clock period the worst path allows after layout                  2520 ps
Final cycle utilization of the critical path                                97.0%
Final setup violation count                                                     0
Slew Viols, Final                                                               0
Final worst hold slack                                                     326 ps
Unrepaired setup endpoints after global routing                             false
Measured slew at the worst slew-check pin                                  571 ps
Clock Skew                                                                7.80 ps
Final total negative setup slack                                             0 ps
Headroom to the max-slew limit                                              61.8%

SETUP PATH
---------------------------------------------------------------------------------
CP startpoint kind                                                   primary input
Worst Setup End Kind                                                  output port
CP Data Required Time                                                     2080 ps
Critical path, cell by cell                                          dlygate4sd2_1 -> buf_4 -> ha_1 -> mux4_2 -> clkdlybuf4s50_1
Maximum fanout encountered on the critical timing path                          4
Crit-path leading delay family                                       buffers and inverters
Slowest stage cell, crit path                                        sky130_fd_sc_hd__mux4_2
Classification of the worst setup path                                     in2out
Crit-path max cell delay                                                   440 ps
Total buffers and inverters traversed by the critical path                      3
Crit path DAT                                                             2000 ps

FINAL LAYOUT
---------------------------------------------------------------------------------
Fraction of layout cells with a size suffix above 1                         22.2%
Layout Area Growth over Synthesis                                           38.7%
Number of fill cells                                                          839

ROUTING
---------------------------------------------------------------------------------
Detailed Route WL                                                         3.57 mm
Total via count in the routed design                                         1381
Initial detailed-routing violation count                                       38
First-pass DRT Iterations                                                       4
Routed length per placed instance                                         10.8 um
Final antenna-violating net count                                               0
Vias per inst                                                                4.18
N_diodes                                                                        0
Detailed-route DRC error count                                                  0

YOSYS
---------------------------------------------------------------------------------
Biggest area cells                                                   sky130_fd_sc_hd__dfxtp_1 (37%), sky130_fd_sc_hd__ha_1 (12%), sky130_fd_sc_hd__a221o_1 (4.8%)
Synthesized area divided by synthesized cell count                      9.45 um^2
Most instantiated library cell after synthesis                       sky130_fd_sc_hd__dfxtp_1
Most numerous cell types in the synthesized netlist                  sky130_fd_sc_hd__dfxtp_1 (31), sky130_fd_sc_hd__nor2_1 (21), sky130_fd_sc_hd__ha_1 (16), sky130_fd_sc_hd__inv_1 (10), sky130_fd_sc_hd__o21ai_0 (10)
Chip area estimate from yosys synthesis                                 1680 um^2
Synth Instances                                                               178
Cell area after synthesis                                               1680 um^2
Top area contributor share                                                  36.9%
Main synth FF type                                                   sky130_fd_sc_hd__dfxtp_1
Count of instantiated cells in the yosys netlist                              178
Count of distinct cell types in the synthesized netlist                        42
Post-synth ARST share                                                          0%
Post-synth regs                                                                31
Total number of yosys warnings                                                  9
Number of flops mapped to enable cells by yosys                                 0
Library cell occupying the most area in the post-synthesis netlist   sky130_fd_sc_hd__dfxtp_1
Sequential fraction of the synthesis area                                   36.9%

PLACEMENT
---------------------------------------------------------------------------------
DPL Wire Length                                                           2.61 mm
IO buf count                                                                   26
Routability Congestion                                                      0.812

GLOBAL ROUTE
---------------------------------------------------------------------------------
Initial antenna violation count                                                 0
Number of global-route vias before repair                                    1399
Maximum number of pins on one net before global-route repair                   19
First-pass GRT wire length                                                6.27 mm
GRT overflow                                                                    0
GRT Resource Usage Total                                                    5.61%

FLOORPLANNING
---------------------------------------------------------------------------------
Die Outline Area                                                       12500 um^2
Ports placed on the boundary                                                   29
Floorplan utilization                                                       20.5%
Die span in y                                                              112 um
Row count                                                                      33
Floorplan die width                                                        112 um
Area inside the core boundary                                           8220 um^2

CTS
---------------------------------------------------------------------------------
Clock Tree Root                                                      sky130_fd_sc_hd__clkbuf_8
Num CTS Buffers                                                                 5
Clock slew at reported path FFs                                             60 ps
Clock tree buffer depth                                                         2
Maximum level of the CTS H-tree                                                 2
TritonCTS clock tree                                                         done
CTS Hold Bufs                                                                   0
CTS Sinks                                                                      31
Clock insertion delay at the later pin of the skew report                  280 ps

RUN
---------------------------------------------------------------------------------
Tool warnings                                                                  38
Max-cap violations                                                              0

POWER AND IR DROP
---------------------------------------------------------------------------------
Ratio of total power to cell area                                     591 nW/um^2
Static leakage                                                           0.947 nW
Maximum VDD drop                                                           222 uV

MIN PATH
---------------------------------------------------------------------------------
Path type of the worst min-delay path                                     reg2reg

cell families (layout without fill, tap and decap cells):
group | Yosys count | in the layout | synth area share, %
AND/OR/NAND/NOR | 57 | 57 | 19.4
AND-OR/OR-AND | 39 | 39 | 16.9
XOR/XNOR | 13 | 13 | 6.77
buffers and inverters | 17 | 64 | 4.31
multiplexers | 5 | 5 | 3.79
flip-flops | 31 | 31 | 36.9
adder cells (fa/ha/maj) | 16 | 16 | 11.9
final timing paths:
kind	cells past startpoint	slack, ps	start	to
hold / removal	0	330	synchroniser.ff1$_DFF_P_	synchroniser.ff2$_DFF_P_
setup / recovery	5	80	SW[2]	HEX4[3]
setup reg to reg	5	470	baud.count[5]$_SDFF_PP0_	sr.tmp_data[0]$_SDFFE_PP1P_
hold reg to reg	0	330	synchroniser.ff1$_DFF_P_	synchroniser.ff2$_DFF_P_
worst reg2reg max path: cells and delay by family, from the launching register on:
kind / cells / cell delay [ps]
mux: 1 / 180
flops: 1 / 350
buf+inv: 1 / 230
simple gates: 3 / 1230
what timing repair did:
| item | in CTS | in global routing |
|---|---|---|
| gates resized | 6 | 8 |
| buffers inserted | 1 | 0 |
| gates cloned | 0 | 0 |
| pin swaps | 1 | 0 |
| endpoints found under the setup margin | 7 | 7 |
flip-flops by register name, indices dropped and copies added (netlist names):
| name | count |
|---|---|
| baud.count | 11 |
| counter.count | 4 |
| ctrl.current_state | 2 |
| pulser.current_state | 1 |
| sr.tmp_data | 11 |
| synchroniser.ff1 | 1 |
| synchroniser.ff2 | 1 |
placed cells by master, fill, tap and decap left out, types with 2 or more instances in the layout:
master                            synthesis  routed
sky130_fd_sc_hd__nand4_1                  2       2
sky130_fd_sc_hd__ha_1                    16      13
sky130_fd_sc_hd__clkdlybuf4s50_1          0      23
sky130_fd_sc_hd__inv_1                   10       6
sky130_fd_sc_hd__mux2i_1                  3       3
sky130_fd_sc_hd__nand2_1                  9       9
sky130_fd_sc_hd__ha_4                     0       2
sky130_fd_sc_hd__o31ai_1                  2       2
sky130_fd_sc_hd__a211oi_2                 2       2
sky130_fd_sc_hd__buf_4                    0      19
sky130_fd_sc_hd__and3_1                   2       2
sky130_fd_sc_hd__nor4_4                   2       2
sky130_fd_sc_hd__nand3_1                  5       5
sky130_fd_sc_hd__xnor2_1                  5       5
sky130_fd_sc_hd__clkbuf_8                 0       6
sky130_fd_sc_hd__o21ai_0                 10       9
sky130_fd_sc_hd__nor2b_1                  5       4
sky130_fd_sc_hd__o22ai_1                  2       2
sky130_fd_sc_hd__xor2_1                   8       8
sky130_fd_sc_hd__a221o_1                  8       8
sky130_fd_sc_hd__dlygate4sd2_1            0       3
sky130_fd_sc_hd__dfxtp_1                 31      31
sky130_fd_sc_hd__inv_2                    0       5
sky130_fd_sc_hd__a21oi_1                  8       7
sky130_fd_sc_hd__nor2_1                  21      21
sky130_fd_sc_hd__o211ai_1                 2       2
power breakdown:
group | total, mW | switching [mW] | leakage [nW] | internal (mW)
logic | 0.301 | 0.130 | 0.632 | 0.171
clock network | 0.484 | 0.174 | 0.0612 | 0.310
registers | 0.595 | 0.0524 | 0.254 | 0.542
stage by stage:
step,power (mW),cells,instance area [um^2],worst slack [ps],util [%]
after CTS,1.39,330,2310,18.2,28.1
after global placement,0.896,321,2180,-213,26.5
after global routing,1.46,330,2330,4.59,28.4
after floorplan,0.753,178,1680,706,-
final,1.38,330,2330,79.2,28.4
after detailed placement,0.900,321,2180,-226,26.5
layer usage:
| layer | track usage, % | routed length [um] | vias to the layer above |
|---|---|---|---|
| met5 | 0 | 0 | - |
| met4 | 1.02 | 58 | 0 |
| met3 | 2.06 | 257 | 4 |
| met2 | 8.59 | 1480 | 28 |
| met1 | 7.48 | 1770 | 624 |
| li1 | - | - | 725 |
cell type report:
class                      count  area [um^2]  area share (%)
clock buffer                   6         82.6            3.54
clock inverter                 2         35.0            1.50
inverter                      11         41.3            1.77
multi-input combinational    130         1020            43.8
sequential                    31          621            26.6
tap                          105          131            5.63
timing repair buffer          45          399            17.1
No activity file was given, so power comes from the tool's default toggle rates.
